<file path="./config.mk">
export PLATFORM = sky130hd
export DESIGN_NAME = DataPath
export DESIGN_NICKNAME = DataPath
export VERILOG_FILES = /design/flow/design.v
export SDC_FILE = /design/flow/constraint.sdc
export NUM_CORES = 4
export LEC_CHECK = 1
export CORE_AREA = 10 10 76 76
export DIE_AREA = 0 0 86 86
</file>
<file path="./constraint.sdc">
current_design DataPath

set clk_period 2.0
set clk_io_pct 0.2

create_clock -name clk0 -period $clk_period [get_ports {clk}]

set non_clock_inputs [all_inputs -no_clocks]
set_input_delay [expr $clk_period * $clk_io_pct] -clock clk0 $non_clock_inputs
set_output_delay [expr $clk_period * $clk_io_pct] -clock clk0 [all_outputs]
</file>
<file path="./design.v">
module DMUX(input [1:0] slc, input data, output reg p0, p1, p2, p3);
	always @(slc, data)begin
		{p0,p1,p2,p3} = 4'b0000;
		case(slc)
		2'b00: p0 = data;
		2'b01: p1 = data;
		2'b10: p2 = data;
		2'b11: p3 = data;
		endcase
	end
endmodule
module DataNum_Shr (
    input clk,
    rst,
    clkEn,
    SerIn,
    Sh_enD,
    output reg [3:0] NumData
);
  always @(posedge clk, posedge rst) begin
    if (rst) NumData <= 0;
    else if (clkEn)
     if (Sh_enD) 
     NumData <= {NumData[2:0], SerIn};
  end
endmodule
module DataNum_cnt (
    input clk,
    rst,
    clkEn,
    cnt2,
    output reg co2
);
  reg [1:0] count;
  always @(posedge clk, posedge rst) begin
    if (rst) count <= 0;
    else if (clkEn) 
        if (cnt2) {co2,count} = count + 1;
  end
  assign co2 = &count;
endmodule
module DataPath(input clk, clkEn, rst, SerIn, Cnt1, Cnt2, CntD, ldcntD, Sh_enP, Sh_enD,
			 output Co1, Co2, CoD, P0, P1, P2, P3, output [6:0] SSD_out);
 	wire [3:0] NumData, count;
	wire [1:0] Port_num;
	wire SerOut;
	assign SerOut = SerIn;
	DataTrans_Cnt DTC(clk , clkEn, rst, ldcntD, CntD, NumData, CoD, count);
	PortNum_Shr PNS(clk, rst, clkEn, SerIn, Sh_enP, Port_num);
	Port_cnt PCnt (clk, rst, clkEn, Cnt1, Co1);
	DataNum_Shr DNS(clk, rst, clkEn, SerIn, Sh_enD, NumData);
	DataNum_cnt DNC(clk,  rst, clkEn, Cnt2, Co2);
	DMUX DM(Port_num, SerOut, P0, P1, P2, P3);
	SSD ssd(count, SSD_out);
endmodule
module DataTrans_Cnt(input clk , clkEn, rst, ldcntD, CntD, input [3:0] NumData,
			output CoD, output reg [3:0] count);
	always@(posedge clk, posedge rst)begin
		if (rst)
			count <= 4'b1111;
		else if(clkEn)
			if(ldcntD)
				count <= NumData;
			else
				count = count - 1'b1;
	end
	assign CoD = (count == 4'b0001) ? 1'b1 : 1'b0;
endmodule
module PortNum_Shr (
    input clk,
    rst,
    clkEn,
    SerIn,
    Sh_enP,
    output reg [1:0] Port_num
);
  always @(posedge clk, posedge rst) begin
    if (rst) Port_num <= 0;
    else if (clkEn) 
        if (Sh_enP) Port_num <= {Port_num[0], SerIn};
  end
endmodule
module Port_cnt (
    input clk,
    rst,
    clkEn,
    cnt1,
    output reg co1
);
  reg count;
  always @(posedge clk, posedge rst) begin
    if (rst) count <= 0;
    else if (clkEn)
     if (cnt1) count = count + 1;
  end
    assign co1 = &count;
endmodule
module SSD (
    input [3:0] Count,
    output reg [6:0] SSDout
);
  always @(Count) begin
    case (Count)
      4'h0: SSDout = 7'h40;
      4'h1: SSDout = 7'h79;
      4'h2: SSDout = 7'h24;
      4'h3: SSDout = 7'h30;
      4'h4: SSDout = 7'h19;
      4'h5: SSDout = 7'h12;
      4'h6: SSDout = 7'h02;
      4'h7: SSDout = 7'h78;
      4'h8: SSDout = 7'h00;
      4'h9: SSDout = 7'h10;
      4'ha: SSDout = 7'h08;
      4'hb: SSDout = 7'h03;
      4'hc: SSDout = 7'h46;
      4'hd: SSDout = 7'h21;
      4'he: SSDout = 7'h06;
      4'hf: SSDout = 7'h0e;
    endcase
  end
endmodule
</file>
<file path="./run.sh">
#!/bin/bash
# OpenROAD 26Q1-2900-gdf79404cd8, Yosys 0.63+post, stock flow scripts
make -C /OpenROAD-flow-scripts/flow DESIGN_CONFIG=/design/flow/config.mk WORK_HOME=/design/flow/orfs finish
</file>
==> tab_implementation.tex <==
% Yosys + OpenROAD metrics
\begin{tabular}{lr}
\hline
Metric & Value \\
\hline
\multicolumn{2}{l}{\textbf{Cells and area}} \\
Most frequent cells in the layout & 13 x sky130\_fd\_sc\_hd\_\_buf\_4, 11 x sky130\_fd\_sc\_hd\_\_clkdlybuf4s50\_1, 9 x sky130\_fd\_sc\_hd\_\_nor2\_1 \\
Sequential Area & between 200 and 300 um2 \\
Design Area, Final & about 1300 um2 \\
Layout overhead on the synthesized area & 61.0\% \\
Fraction of layout cells with a size suffix above 1 & 0.374 \\
Core utilization of the finished layout & 0.315 \\
Fill count & roughly 420 \\
Number of standard cells in the final layout excluding fillers & around 170 \\
Combined area of the multi-input logic cells & approximately 560 um2 \\
Most common cell after layout, fill and taps aside & sky130\_fd\_sc\_hd\_\_buf\_4 \\
\multicolumn{2}{l}{\textbf{Power}} \\
Power density over cell area & 1090 nW/um2 \\
Leak & around 0.00059 uW \\
Final Total Pwr & about 1400 uW \\
Worst IR drop on VDD & approximately 470 uV \\
\multicolumn{2}{l}{\textbf{Place}} \\
GPL Wtd Cong & 0.766 \\
Instance count after placement with tap cells included & roughly 160 \\
Port-buffer cells & 20 \\
Placed wire-length estimate & around 1400 um \\
Placed Area & $\sim$1100 um2 \\
\multicolumn{2}{l}{\textbf{Worst setup path}} \\
Reg2Reg Launch Point & DTC.count[0]\$\_DFFE\_PP1P\_ \\
R2r endpoint & DTC.count[1]\$\_DFFE\_PP1P\_ \\
Maximum fanout along the worst path & 6 \\
Startpoint Class & flip-flop \\
Critical Path RT & about 1.6 ns \\
R2r setup slk & between 0.5 and 0.6 ns \\
Critical path endpoint category & primary output \\
Worst R2R Path Depth & 7 \\
Crit Path Category & reg -> out \\
Worst path arrival time & $\sim$1.6 ns \\
\multicolumn{2}{l}{\textbf{STA}} \\
Final setup violation count & 1 \\
Upper clock frequency limit & a little under 500 MHz \\
Number of max-slew violations in the final report & 0 \\
Min setup slack post-route & -0.0276 ns \\
Final worst path period need & approximately 2.0 ns \\
Max Clock Skew & approximately 0.0013 ns \\
Setup repair after global routing missed its margin & yes \\
Post-layout period usage of the worst path & 1.01 \\
TNS Setup & -0.0276 ns \\
Final Hold Violation Tally & 0 \\
\multicolumn{2}{l}{\textbf{GRT}} \\
Met3 usage in global routing & 0.0257 \\
Number of antenna violations at the first check in global routing & 0 \\
Number of global-route vias before repair & 697 \\
Most heavily used metal layer in global routing & met2 \\
Wire length of the first global-routing pass & roughly 3300 um \\
Largest net degree at the start of global routing & 16 \\
GRT Overall Usage & 0.0514 \\
Total global routing overflow & 0 \\
Grt met2 use & 0.0778 \\
Grt met1 use & 0.0657 \\
\multicolumn{2}{l}{\textbf{Detailed routing}} \\
Violation tally from detailed-route iteration zero & 11 \\
Final Routed Wirelength & 2040 um \\
Detailed-routing iteration count for the pre-antenna-repair pass & 4 \\
Number of nets with antenna violations after routing & 0 \\
Via count & between 700 and 800 \\
Average routed wire per standard cell & 11.8 um \\
Detailed-route vias per instance & $\sim$4.2 \\
Diode count & 0 \\
\# DRC & 0 \\
\multicolumn{2}{l}{\textbf{Logic synthesis}} \\
Number of library cell types mapped by synthesis & 30 \\
Synthesized flop and latch total & 11 \\
Ys cells & approximately 86 \\
Part of the Yosys area used for sequential elements & 0.348 \\
YS warnings & 11 \\
Number of standard cells after synthesis & 86 \\
Syn Area/Cell & between 9 and 10 um2 \\
Yosys stat chip area & around 800 um2 \\
Netlist area before placement & $\sim$810 um2 \\
\multicolumn{2}{l}{\textbf{Floorplan}} \\
DIE AREA & roughly 7400 um2 \\
Number of cell rows & 23 \\
Die Height & 86 um \\
Initial cell density of the core & 0.196 \\
Area of the core region & between 4000 and 5000 um2 \\
\# IOs & 24 \\
Horizontal die size & approximately 86 um \\
\multicolumn{2}{l}{\textbf{CTS}} \\
CTS root buf & sky130\_fd\_sc\_hd\_\_clkbuf\_8 \\
CTS buffer count & 3 \\
Clock-pin slew on the worst setup and hold paths & approximately 0.05 ns \\
Hold buffer count at cts & 0 \\
H-tree level count & 1 \\
Maximum buffer depth of the clock tree & 2 \\
Clk\_lat worst skew & $\sim$0.23 ns \\
Total number of clock tree sinks & 11 \\
TritonCTS clock tree & built \\
\multicolumn{2}{l}{\textbf{Flow run}} \\
Max Cap Viol & 0 \\
Number of warnings in the stage logs & 35 \\
\multicolumn{2}{l}{\textbf{Outcome}} \\
Result of the run & complete, but fails checks \\
Failing checks & negative setup slack \\
\multicolumn{2}{l}{\textbf{Min path}} \\
Path type of the worst min-delay path & in -> async \\
\hline
\end{tabular}
-- power by group --
group	total (uW)	switching (uW)	internal [uW]	leakage [uW]
sequential	401	89.9	311	0.000125
combinational	799	304	494	0.000445
clock	218	78.3	140	0.0000228
total	1420	473	945	0.000593
-- area by class of cell --
class / instances / area share
multi-input combinational: 65 / 0.432
timing repair buffer: 38 / 0.251
sequential: 11 / 0.216
tap: 50 / 0.0482
clock buffer: 4 / 0.0347
inverter: 5 / 0.0183
-- routing by layer --
metal / wire (um) / share of wire
met4: 8 / 0.0039
met1: 954 / 0.47
met3: 196 / 0.096
met2: 878 / 0.43
met5: 0 / 0
-- registers in the layout, summed over array words and instances, names as in the netlist --
name and cells:
DNS.NumData 4, DTC.count 4, PCnt.count 1, PNS.Port_num 2
-- cell families after synthesis --
family / count (synthesis) / synth area share
compound gates: 18 / 0.141
xor+xnor: 1 / 0.0109
fa+ha+maj: 7 / 0.109
buf+inv: 10 / 0.0714
flops: 11 / 0.348
mux: 12 / 0.161
other cells: 1 / 0.00465
simple gates: 26 / 0.154
-- critical path, cell delays in order, from the launching register on --
cell and delay (ns):
sky130_fd_sc_hd__dfstp_2 0.56, sky130_fd_sc_hd__inv_4 0.07, sky130_fd_sc_hd__buf_6 0.12, sky130_fd_sc_hd__ha_4 0.16, sky130_fd_sc_hd__mux2_4 0.26, sky130_fd_sc_hd__nand2_1 0.06
sky130_fd_sc_hd__o21ai_1 0.06, sky130_fd_sc_hd__buf_2 0.11
-- stage by stage --
stage          hold WS [ns]  worst slack, ns
3_3_place_gp          0.469           -0.107
5_1_grt               0.483           -0.106
3_5_place_dp          0.468           -0.118
6_report              0.453          -0.0276
4_1_cts               0.468          -0.0347
2_1_floorplan         0.250            0.281
-- worst max path at each step --
stage	startpoint	endpoint	slack (ns)	depth (start not counted)
5_1_grt	DTC.count[1]$_DFFE_PP1P_	SSD_out[0]	-0.11	7
6_report	DTC.count[1]$_DFFE_PP1P_	SSD_out[0]	-0.03	7
4_1_cts	DTC.count[0]$_DFFE_PP1P_	SSD_out[6]	-0.03	5
-- cells in the mapped netlist --
cell | count | area share
sky130_fd_sc_hd__nor2_1 | 9 | 0.042
sky130_fd_sc_hd__dfrtp_1 | 7 | 0.22
sky130_fd_sc_hd__ha_1 | 7 | 0.11
sky130_fd_sc_hd__mux2_1 | 7 | 0.098
sky130_fd_sc_hd__nand2_1 | 7 | 0.033
sky130_fd_sc_hd__o21ai_1 | 5 | 0.031
sky130_fd_sc_hd__a21oi_1 | 4 | 0.025
sky130_fd_sc_hd__a22o_1 | 4 | 0.043
sky130_fd_sc_hd__dfstp_2 | 4 | 0.13
sky130_fd_sc_hd__inv_1 | 4 | 0.019
sky130_fd_sc_hd__mux2i_1 | 4 | 0.050
sky130_fd_sc_hd__buf_4 | 3 | 0.028
sky130_fd_sc_hd__o21ai_0 | 3 | 0.019
sky130_fd_sc_hd__nand2b_1 | 2 | 0.016
sky130_fd_sc_hd__a22oi_1 | 1 | 0.0093
sky130_fd_sc_hd__a32o_2 | 1 | 0.014
sky130_fd_sc_hd__and2_1 | 1 | 0.0078
sky130_fd_sc_hd__and3_1 | 1 | 0.0078
sky130_fd_sc_hd__and3b_1 | 1 | 0.011
sky130_fd_sc_hd__buf_2 | 1 | 0.0062
sky130_fd_sc_hd__buf_6 | 1 | 0.014
sky130_fd_sc_hd__conb_1 | 1 | 0.0047
sky130_fd_sc_hd__inv_2 | 1 | 0.0047
sky130_fd_sc_hd__mux2_2 | 1 | 0.014
sky130_fd_sc_hd__nand2_2 | 1 | 0.0078
sky130_fd_sc_hd__nand3_1 | 1 | 0.0062
sky130_fd_sc_hd__nor2b_1 | 1 | 0.0078
sky130_fd_sc_hd__nor3_1 | 1 | 0.0062
sky130_fd_sc_hd__nor3b_1 | 1 | 0.0093
sky130_fd_sc_hd__xnor2_1 | 1 | 0.011
-- timing repair --
| action | in CTS | in global routing |
|---|---|---|
| gates resized | 34 | 10 |
| buffers inserted | 7 | 1 |
| setup endpoints to repair | 9 | 7 |
| pin swaps | 8 | 6 |
Power is estimated from default activity; no workload was simulated.
