==> flow/design.v <==
module MUX4 (
    input [1:0] sel,
    input [31:0] in1,
    in2,
    in3,
    in4,
    output reg [31:0] out
);
  always @(sel, in1, in2, in3, in4) begin
    out = 0;
    case (sel)
      2'b00: out = in1;
      2'b01: out = in2;
      2'b10: out = in3;
      2'b11: out = in4;
    endcase
  end
endmodule
==> flow/run.sh <==
#!/bin/bash
# OpenROAD 26Q1-2900-gdf79404cd8, Yosys 0.63+post, stock flow scripts
make -C /OpenROAD-flow-scripts/flow DESIGN_CONFIG=/design/flow/config.mk WORK_HOME=/design/flow/orfs finish
==> flow/config.mk <==
export PLATFORM = sky130hd
export DESIGN_NAME = MUX4
export DESIGN_NICKNAME = MUX4
export VERILOG_FILES = /design/flow/design.v
export SDC_FILE = /design/flow/constraint.sdc
export NUM_CORES = 4
export LEC_CHECK = 1
export CORE_AREA = 10 10 84 84
export DIE_AREA = 0 0 94 94
==> flow/constraint.sdc <==
current_design MUX4

set clk_period 1.1
set clk_io_pct 0.2

create_clock -name clk0 -period $clk_period

set non_clock_inputs [all_inputs -no_clocks]
set_input_delay [expr $clk_period * $clk_io_pct] -clock clk0 $non_clock_inputs
set_output_delay [expr $clk_period * $clk_io_pct] -clock clk0 [all_outputs]
==> reports/results.tsv <==
stage	metric	value	unit
run_status	status	finished with violations	
run_status	violations	negative setup slack	
hold_path	hold_path_class	in -> out	
synthesis	ys_seq_share	0	
timing	hold_ws	0.833	ns
timing	setup_viol	32	
floorplanning	dieArea	0.00884	mm2
synthesis	synth.distinct_cells	5	
floorplanning	die_w	94	um
worst_setup_path	critical_path_peak_fanout	5	
worst_setup_path	critPathTopFamily	multiplexers	
grt	grt_pass1_vias	1466	
timing	finalClockPeriodUsage	1.27	
synthesis	yosysWarnings	1	
timing	setup-tns-final	-7.74	ns
worst_setup_path	end_kind	output pin	
timing	min_period	1.40	ns
grt	grt_use_total	0.146	
synthesis	netlist.area_leader.share	0.829	
worst_setup_path	cp.required	0.88	ns
final_layout	fin_area	0.00238	mm2
timing	final_hold_viol_count	0	
synthesis	synth.avg_cell_area	20.9	um2
place	post-place-ws	-0.869	ns
worst_setup_path	path_common_cell	buf_12	
synthesis	synth_chip_area	815	um2
worst_setup_path	crit_buf_inv	4	
final_layout	fin_cells	280	
route	drt_pass1_iterations	3	
synthesis	synth.largest_area_cell	mux4_2	
synthesis	ys_cells	39	
place	place_area	0.00248	mm2
floorplanning	core_area	0.00520	mm2
synthesis	syn_inst	39	
power_and_ir_drop	p_per_area	342	mW/mm2
route	vias	1212	
floorplanning	die_h	94	um
place	portBuffers	162	
timing	fmax	714	MHz
worst_setup_path	path_class	in -> out	
clock_tree	cts-hold-fix-buffers	0	
timing	worstMarginPinSlew	0.110	ns
floorplanning	rows	26	
timing	slew_violations	0	
grt	overflow	0	
final_layout	ff_latch_area	0	um2
power_and_ir_drop	max-vdd-ir-drop	0.000162	V
route	drcViolationCount	0	
floorplanning	io-pin-count	162	
hold_path	hold_end	out[28]	
synthesis	area_leaders	mux4_2, buf_12, mux4_1, buf_2, buf_6	
final_layout	drive_gt1_frac	0.418	
route	vias_per_cell	4.33	
place	dp_hpwl	5.69	mm
route	drt_wl_total	6.71	mm
grt	grt_pass1_wl	9.43	mm
hold_path	holdPathStages	3	
final_layout	flops	0	
final_layout	nClkBuffers	0	
synthesis	syn_area	815	um2
final_layout	layout_top_cells	dlygate4sd2_1, buf_2, mux4_2, buf_12, buf_6	
worst_setup_path	crit_chain	buf_12 -> buf_12 -> buf_12 -> mux4_2 -> buf_2	
job	maxCapViolCount	0	
timing	rsz0062_at_grt	true	
final_layout	lay_top_count	dlygate4sd2_1	
floorplanning	initCoreUtil	0.156	
job	warnings	35	
hold_path	hp-start	in4[28]	
route	drt_iter0_drc	24	
worst_setup_path	cp_slowest_cell	mux4_2	
worst_setup_path	arrival	1.18	ns
timing	relSlewSlack	0.927	
timing	worst_slack	-0.301	ns
grt	antenna_found_initial	2	
worst_setup_path	cpPeakStageDelay	0.50	ns
route	wire_per_inst	24.0	um
final_layout	area_growth	193	%
route	antenna_left	0	
place	place_congestion	0.810	
place	dp_cells	267	
power_and_ir_drop	p_leak	1.15	nW
worst_setup_path	cp-start-kind	input pin	
grt	grt_max_degree	11	
## where the power goes
group / internal, W / switching [W]
logic: 0.000600 / 0.000216
registers: 0 / 0
clock network: 0.000000000243 / 0
## layout make-up
| type | count | area (um2) |
|---|---|---|
| tap | 70 | 87.6 |
| multi-input combinational | 32 | 721 |
| antenna | 2 | 5.00 |
| timing repair buffer | 176 | 1570 |
| fill | 525 | 2820 |
## cell usage after synthesis (all sizes together)
master	count
buf	7
mux4	32
## worst max path at each step
stage / cells after the start / to / slack, ns / start
CTS: 5 / out[4] / -0.31 / sel[0]
global route: 5 / out[20] / -0.33 / sel[0]
finish: 5 / out[23] / -0.30 / sel[0]
## kinds of logic (layout without fill, tap and decap cells)
| kind of cell | count (synthesis) | after routing | synth area share |
|---|---|---|---|
| muxes | 32 | 32 | 0.894 |
| buffers and inverters | 7 | 176 | 0.106 |
| other | 0 | 2 | 0 |
## layer usage
| layer | up-vias | share of wire | track usage |
|---|---|---|---|
| li1 | 551 | - | - |
| met5 | - | 0 | 0 |
| met2 | 70 | 0.56 | 0.268 |
| met4 | 0 | 0.0031 | 0.00506 |
| met3 | 2 | 0.073 | 0.0428 |
| met1 | 589 | 0.36 | 0.173 |
## repair_timing
action,CTS,global route
setup buffers,6,1
gates resized,269,4
gates cloned,5,0
setup endpoints to repair,32,32
## per-stage QoR
stage                     utilization  power (W)
after global routing            0.457   0.000879
after CTS                       0.459   0.000839
after global placement          0.476   0.000983
final                           0.458   0.000816
after floorplan                     -   0.000261
after detailed placement        0.476   0.000988
Power and IR drop assume default switching activity.
