==> flow/design.v <==
module MUX3 (
    input [1:0] sel,
    input [31:0] in1,
    in2,
    in3,
    output reg [31:0] out
);
  always @(sel, in1, in2, in3) begin
    out = 0;
    case (sel)
      2'b00: out = in1;
      2'b01: out = in2;
      2'b10: out = in3;
    endcase
  end
endmodule
==> flow/run.sh <==
#!/bin/bash
# OpenROAD 26Q1-2900-gdf79404cd8, Yosys 0.63+post, stock flow scripts
make -C /OpenROAD-flow-scripts/flow DESIGN_CONFIG=/design/flow/config.mk WORK_HOME=/design/flow/orfs finish
==> flow/config.mk <==
export PLATFORM = sky130hd
export DESIGN_NAME = MUX3
export DESIGN_NICKNAME = MUX3
export VERILOG_FILES = /design/flow/design.v
export SDC_FILE = /design/flow/constraint.sdc
export NUM_CORES = 4
export LEC_CHECK = 1
export CORE_AREA = 10 10 76 76
export DIE_AREA = 0 0 86 86
==> flow/constraint.sdc <==
current_design MUX3

set clk_period 2.8
set clk_io_pct 0.2

create_clock -name clk0 -period $clk_period

set non_clock_inputs [all_inputs -no_clocks]
set_input_delay [expr $clk_period * $clk_io_pct] -clock clk0 $non_clock_inputs
set_output_delay [expr $clk_period * $clk_io_pct] -clock clk0 [all_outputs]
==> impl_metrics.json <==
{
  "status": "complete, no violations",
  "power_mw": 0.3085,
  "fin_ws_ps": 210.2,
  "postRouteAntennaNets": 0,
  "hold_class": "in2out",
  "setup.worst_path.start_class": "input port",
  "min_period_over_period_pct": 92.49,
  "mux_area_share_pct": 40.70,
  "critPathSlowestCell": "clkdlybuf4s50_1",
  "yosys_warnings": 1,
  "grt_pass1_wl_um": 6561,
  "cts_setup_buffers": 0,
  "place_area_um2": 2093,
  "busiest_layer": "met2",
  "cpMostUsedCell": "clkdlybuf4s50_1",
  "slew_viol_final": 0,
  "worst-slew-pin-transition_ps": 385.0,
  "power_density_nw_per_um2": 147.4,
  "crit_fanout": 12,
  "post-dp-hpwl_um": 3983,
  "grt_setup_unrepaired": "false",
  "period_needed_ps": 2590,
  "grt_antenna_before_repair": 0,
  "ys_sh_xor_pct": 0,
  "first_global_vias": 1207,
  "yosysUniqueCellTypes": 8,
  "ys_chip_area_um2": 787.0,
  "hold_viol": 0,
  "num_rows": 23,
  "grt_use_met2_pct": 20.69,
  "remaining_drc_errors": 0,
  "area_delta_synth_final_pct": 166.0,
  "cts_hold_buf": 0,
  "die_h_um": 86,
  "holdPathEnd": "out[21]",
  "cp.required_ps": 2240,
  "top_logic_kind": "AND-OR/OR-AND gates",
  "final_util_pct": 50.87,
  "vdd_drop_max_v": 0.00009364,
  "cpPeakStageDelay_ps": 490,
  "track_usage_pct": 10.84,
  "drt_wl_total_um": 4481,
  "criticalPathCategory": "in2out",
  "gp_congestion": 0.7698,
  "setup-violations-final": 0,
  "n_clock_buffer": 0,
  "arrival_ps": 2030,
  "core_area_um2": 4115,
  "grt_max_degree": 33,
  "holdPathStages": 4,
  "warnings": 32,
  "syn_area_um2": 787.0,
  "use_met1_pct": 11.23,
  "fmaxAchievable_mhz": 386.1,
  "ff_count": 0,
  "stdcell_area_um2": 2093,
  "io_buffers": 130,
  "wl_per_cell_um": 17.85,
  "seq_area_frac_synth_pct": 0,
  "dr.first_iter.drc_count": 30,
  "tns_ps": 0,
  "max-cap-violations": 0,
  "cp-end-kind": "output port",
  "cp_cell_sequence": "clkdlybuf4s50_1 > nor2b_4 > buf_4 > o2bb2ai_1 > clkdlybuf4s50_1",
  "io_pins": 130,
  "floorplan.core_util_pct": 19.12,
  "synth-adder-area-share_pct": 0,
  "first_pass_iters": 3,
  "grtUsageMet3_pct": 4.671,
  "fill_cells": 364,
  "ys_cells": 77,
  "p_leak_nw": 0.8044,
  "slew_headroom_pct": 74.33,
  "dr_total_vias": 1117,
  "post_cts_resized": 0,
  "dieWidth_um": 86,
  "pre_cts_ws_ps": 191.2,
  "die_area_um2": 7396,
  "flop_area_um2": 0,
  "avgSynthCellArea_um2": 10.22,
  "drive_above_1_share_pct": 8.955,
  "ys_sh_simple_pct": 1.749,
  "overflow": 0,
  "synthAoiAreaFrac_pct": 43.56,
  "syn-instance-count": 77,
  "insertedDiodeCount": 0,
  "min_from": "sel[1]",
  "via_per_inst": 4.450
}
==> report_power, final <==
part	leakage [nW]	switching [mW]	internal [mW]
registers	0	0	0
logic	0.804	0.0782	0.230
clock network	0	0	0
==> logic make-up after synthesis <==
| kind of cell | count (synthesis) |
|---|---|
| and+or+nand+nor | 1 |
| muxes | 32 |
| AOI/OAI and AO/OA | 32 |
| buffers and inverters | 12 |
==> per-stage QoR <==
| stage | hold WS (ps) | std cells |
|---|---|---|
| after floorplan | 1183 | 77 |
| after global placement | 1959 | 251 |
| after detailed placement | 1955 | 251 |
| after CTS | 1955 | 251 |
| after global routing | 1991 | 251 |
| final | 1942 | 251 |
==> synthesized netlist by cell type <==
master     count  area [um^2]
nor2b_4        1        13.76
buf_4          1        7.510
mux2i_1       32        320.3
buf_6          8        90.09
o2bb2ai_1     22        192.7
buf_2          1        5.000
o2bb2ai_2     10        150.1
clkbuf_1       2        7.510
==> critical path, delay by kind of cell <==
kind / cells / cell delay, ps
buffers and inverters: 3 / 1170
and+or+nand+nor: 1 / 160
AOI/OAI and AO/OA: 1 / 140
==> cells in the final DEF (no fill, tap or decap) <==
cell type        instances
o2bb2ai_1               22
buf_12                   1
mux2i_1                 32
buf_4                    5
buf_2                    1
clkdlybuf4s50_1        129
nor2b_4                  1
o2bb2ai_2               10
==> metal layers <==
metal | routed length (um) | up-vias | part of all wire [%]
li1 | - | 566 | -
met1 | 1579 | 491 | 35
met2 | 2389 | 60 | 53
met3 | 513 | 0 | 11
met4 | 0 | 0 | 0
met5 | 0 | - | 0
==> cell type report <==
class	instances	area, um^2	share of cell area, %
well taps	50	62.56	2.989
multi-input cells	65	676.9	32.34
repair buffers	136	1354	64.67
==> how the worst max path moves through the flow <==
stage | to | slack, ps | depth (start not counted) | from
6_report | out[14] | 210 | 5 | sel[0]
4_1_cts | out[14] | 190 | 5 | sel[0]
5_1_grt | out[13] | 110 | 5 | sel[0]
No activity file was given, so power comes from the tool's default toggle rates.
